File: config.mk
export PLATFORM = sky130hd
export DESIGN_NAME = alu_cell
export DESIGN_NICKNAME = alu_cell
export VERILOG_FILES = /design/flow/design.v
export SDC_FILE = /design/flow/constraint.sdc
export NUM_CORES = 4
export LEC_CHECK = 1
export CORE_AREA = 10 10 70 70
export DIE_AREA = 0 0 80 80
File: constraint.sdc
current_design alu_cell

set clk_period 2.4
set clk_io_pct 0.2

create_clock -name clk0 -period $clk_period

set non_clock_inputs [all_inputs -no_clocks]
set_input_delay [expr $clk_period * $clk_io_pct] -clock clk0 $non_clock_inputs
set_output_delay [expr $clk_period * $clk_io_pct] -clock clk0 [all_outputs]
File: run.sh
#!/bin/bash
# OpenROAD 26Q1-2900-gdf79404cd8, Yosys 0.63+post, stock flow scripts
make -C /OpenROAD-flow-scripts/flow DESIGN_CONFIG=/design/flow/config.mk WORK_HOME=/design/flow/orfs finish
File: design.v
`timescale 1ns / 1ps
module alu64 (d, Cout, V, a, b, Cin, S, Z, N, FLAGS);
    output [63:0] d;
    output Cout, V, Z, N;
    input [63:0] a, b;
    input Cin, FLAGS;
    input [3:0] S;
    wire [63:0] c, g, p, dFromALUcell;
    wire gout, pout;
    alu_cell alucell[63:0] (
        .d(d),
        .g(g),
        .p(p),
        .a(a),
        .b(b),
        .c(c),
        .S(S)
    );
    lac6 laclevel6(
        .c(c),
        .gout(gout),
        .pout(pout),
        .Cin(Cin),
        .g(g),
        .p(p)
    );
    assign Cout = (gout | (pout & Cin)) & FLAGS;
    assign V = (Cout ^ c[63]) & FLAGS;
    assign Z = (d == 64'h0000000000000000) & FLAGS;
    assign N = d[63] & FLAGS;
endmodule
module alu_cell (d, g, p, a, b, c, S);
    output d, g, p;
    input a, b, c;
    input [3:0] S;
    reg g, p, d, cint, bint;
    always @(a, b, c, S, p, g) begin 
        bint = S[0] ^ b;
        g = a & bint;
        p = a ^ bint;
        cint = S[1] & c;
        d = p ^ cint;
        case (S)
            4'b0100: 
                d = a | b;
            4'b0101:
                d = ~(a | b);
            4'b0110:
                d = a & b;
            4'b0111:
                d = 0;
        endcase
    end
endmodule
module lac(c, gout, pout, Cin, g, p);
    output [1:0] c;
    output gout;
    output pout;
    input Cin;
    input [1:0] g;
    input [1:0] p;
    assign c[0] = Cin;
    assign c[1] = g[0] | ( p[0] & Cin );
    assign gout = g[1] | ( p[1] & g[0] );
    assign pout = p[1] & p[0];
endmodule
module lac2 (c, gout, pout, Cin, g, p);
    output [3:0] c;
    output gout, pout;
    input Cin;
    input [3:0] g, p;
    wire [1:0] cint, gint, pint;
    lac leaf0(
        .c(c[1:0]),
        .gout(gint[0]),
        .pout(pint[0]),
        .Cin(cint[0]),
        .g(g[1:0]),
        .p(p[1:0])
    );
    lac leaf1(
        .c(c[3:2]),
        .gout(gint[1]),
        .pout(pint[1]),
        .Cin(cint[1]),
        .g(g[3:2]),
        .p(p[3:2])
    );
    lac root(
        .c(cint),
        .gout(gout),
        .pout(pout),
        .Cin(Cin),
        .g(gint),
        .p(pint)
    );
endmodule   
module lac3 (c, gout, pout, Cin, g, p);
    output [7:0] c;
    output gout, pout;
    input Cin;
    input [7:0] g, p;
    wire [1:0] cint, gint, pint;
    lac2 leaf0(
        .c(c[3:0]),
        .gout(gint[0]),
        .pout(pint[0]),
        .Cin(cint[0]),
        .g(g[3:0]),
        .p(p[3:0])
    );
    lac2 leaf1(
        .c(c[7:4]),
        .gout(gint[1]),
        .pout(pint[1]),
        .Cin(cint[1]),
        .g(g[7:4]),
        .p(p[7:4])
    );
    lac root(
        .c(cint),
        .gout(gout),
        .pout(pout),
        .Cin(Cin),
        .g(gint),
        .p(pint)
    );
endmodule
module lac4 (c, gout, pout, Cin, g, p);
    output [15:0] c;
    output gout, pout;
    input Cin;
    input [15:0] g, p;
    wire [1:0] cint, gint, pint;
    lac3 leaf0(
        .c(c[7:0]),
        .gout(gint[0]),
        .pout(pint[0]),
        .Cin(cint[0]),
        .g(g[7:0]),
        .p(p[7:0])
    );
    lac3 leaf1(
        .c(c[15:8]),
        .gout(gint[1]),
        .pout(pint[1]),
        .Cin(cint[1]),
        .g(g[15:8]),
        .p(p[15:8])
    );
    lac root(
        .c(cint),
        .gout(gout),
        .pout(pout),
        .Cin(Cin),
        .g(gint),
        .p(pint)
    );
endmodule
module lac5 (c, gout, pout, Cin, g, p);
    output [31:0] c;
    output gout, pout;
    input Cin;
    input [31:0] g, p;
    wire [1:0] cint, gint, pint;
    lac4 leaf0(
        .c(c[15:0]),
        .gout(gint[0]),
        .pout(pint[0]),
        .Cin(cint[0]),
        .g(g[15:0]),
        .p(p[15:0])
    );
    lac4 leaf1(
        .c(c[31:16]),
        .gout(gint[1]),
        .pout(pint[1]),
        .Cin(cint[1]),
        .g(g[31:16]),
        .p(p[31:16])
    );
    lac root(
        .c(cint),
        .gout(gout),
        .pout(pout),
        .Cin(Cin),
        .g(gint),
        .p(pint)
    );
endmodule
module lac6 (c, gout, pout, Cin, g, p);
    output [63:0] c;
    output gout, pout;
    input Cin;
    input [63:0] g, p;
    wire [1:0] cint, gint, pint;
    lac5 leaf0(
        .c(c[31:0]),
        .gout(gint[0]),
        .pout(pint[0]),
        .Cin(cint[0]),
        .g(g[31:0]),
        .p(p[31:0])
    );
    lac5 leaf1(
        .c(c[63:32]),
        .gout(gint[1]),
        .pout(pint[1]),
        .Cin(cint[1]),
        .g(g[63:32]),
        .p(p[63:32])
    );
    lac root(
        .c(cint),
        .gout(gout),
        .pout(pout),
        .Cin(Cin),
        .g(gint),
        .p(pint)
    );
endmodule
==> job_summary.md <==
## Synthesis and layout report

| Metric | Value |
|---|---|
| YS warnings | `1` |
| Endpoints failing setup | `0` |
| Die width | `80 um` |
| Leak pwr | `~0.000084 uW` |
| MaxCap Viol Count | `0` |
| Seq cells | `0` |
| Critical path class | `primary input to primary output` |
| Startpoint types | `primary input` |
| Die area | `between 6000 and 7000 um^2` |
| Vias in the first global route | `approximately 130` |
| DRC | `0` |
| Grt total ovfl | `0` |
| Placed insts | `slightly below 70` |
| Library cells used by synthesis | `11` |
| First drt pass iteration count | `1` |
| Chip Height | `around 80 um` |
| Pins Over Slew Limit | `0` |
| Met2 wire length | `153 um` |
| Vias | `135` |
| Core area | `3416 um^2` |
| Fmax | `436.5 MHz` |
| Highest-count logic cell in the final layout | `clkdlybuf4s50_1` |
| Hold WS | `1.531 ns` |
| Hold WC Path Type | `primary input to primary output` |
| ANT cells | `0` |
| Initial antenna violation count | `0` |
| Final setup margin | `~0.11 ns` |
| Synthesized instance count | `12` |
| Setup TNS | `0 ns` |
| WP data arrival | `1.81 ns` |
| Cell Pwr Density | `172.0 nW/um^2` |
| Crit path DRT | `1.92 ns` |
| Cell row count | `21` |
| Run status | `finished, final reports clean` |
| Area grow syn2layout | `173.0%` |
| Overall global routing resource usage | `0.01408` |
| Syn avg cell area | `7.716 um^2` |
| Largest net degree at the start of global routing | `6` |
| Initial drt markers | `0` |
| Post-Layout Cell Count | `69` |
| Synthesized cell area | `92.59 um^2` |
| Setup Buffers After CTS | `0` |
| # port buffers | `10` |
| Remaining antenna violation count | `0` |
| Slew headroom | `0.8475` |
| Crit path capture type | `primary output` |
| CTS hold repair buffers | `0` |
| Metal3 WL | `between 50 and 60 um` |
| Drt via density | `between 1.5 and 2` |
| Top Metal Used | `met3` |
| Global-route wire length before repair | `slightly above 700 um` |
| Yosys chip area | `92.59 um^2` |
| I/O pins | `10` |
| Placer congestion estimate | `between 0.7 and 0.8` |
| Final tally of hold violations | `0` |
| Slew @ Worst Pin | `0.2273 ns` |
| DP Worst Slack | `-0.3554 ns` |
| OpenROAD warning count | `32` |
| M1 wire length | `about 270 um` |
| Unrepaired setup endpoints after global routing | `false` |
| Post-route minimum period | `between 2 and 2.5 ns` |
| Post-synth seq share | `0` |
| Dpl hpwl | `approximately 440 um` |
| Top Layout Cells | `6 x clkdlybuf4s50_1, 3 x dlygate4sd2_1` |
| Routed wire length | `about 480 um` |
| Yosys Instances | `12` |
| Register area | `0 um^2` |
| CLK BUF | `0` |
| VDD IR max | `0.01669 mV` |
| Max FO, Critical Path | `4` |
| Fp util | `0.02711` |
| Crit share post-route | `0.9546` |
| Share of post-route cells with drive strength above 1 | `0.2174` |
| WL/cell | `6.928 um` |
-- cell type report --
cell class,count,area [um^2]
fillers,418,3163
repair buffers,11,98.84
inverters,1,3.754
multi-input cells,11,92.59
well taps,46,57.56
-- routing by layer --
metal	global-route usage	up-vias
met5	0	-
met4	0	0
met3	0.006818	0
met2	0.01846	7
met1	0.02109	60
li1	-	68
-- what timing repair did --
action / in CTS / in global routing
setup endpoints to repair: 2 / 1
pin swaps: 1 / 1
gates resized: 5 / 2
-- report_power, final --
part	internal [uW]	switching, uW
logic	28.9	14.6
registers	0	0
clock network	0	0
-- critical path, cell delays in order --
cell and delay, ns:
dlygate4sd2_1 0.27, xor2_1 0.15, ha_1 0.31, a21o_2 0.20, a21oi_2 0.10, a21oi_1 0.04, dlygate4sd2_1 0.25
-- cell usage after synthesis --
library cell	instances	area share
nor4b_2	1	0.16
nor2b_1	1	0.068
a311oi_1	1	0.095
a21oi_1	2	0.11
xor2_1	1	0.095
inv_1	1	0.041
a21o_2	1	0.095
ha_1	1	0.14
nand3_1	1	0.054
nand2b_1	1	0.068
nor3b_1	1	0.081
-- through the flow --
stage | total power [uW] | utilization | area [um^2]
after global routing | 48.69 | 0.07399 | 252.7
final | 43.48 | 0.07399 | 252.7
after global placement | 46.27 | 0.07546 | 257.7
after detailed placement | 47.07 | 0.07546 | 257.7
after floorplan | 11.79 | - | 92.59
after CTS | 43.83 | 0.07436 | 254.0
-- worst paths after layout --
| kind | from | to | slack, ns | cells past startpoint |
|---|---|---|---|---|
| setup / recovery | S[0] | d | 0.11 | 7 |
| hold / removal | b | d | 1.53 | 4 |
-- logic make-up (layout without fill, tap and decap cells) --
family	after synthesis	count (layout)	synth area share
adders and majority gates	1	1	0.1351
xor gates and xnor gates	1	1	0.09461
AOI/OAI and AO/OA	4	4	0.2973
and+or+nand+nor	5	5	0.4324
buffers and inverters	1	12	0.04050
Power is estimated from default activity; no workload was simulated.
