**design/flow/design.v**
```verilog
`timescale 1ns / 1ps
module dff64 (D, clk, Q);
    input [63:0] D;
    input clk;
    output reg [63:0] Q;
    initial begin
        Q = 0;
    end
    always @ (posedge clk) begin
        Q = D;
    end
endmodule
module dff32 (D, clk, Q);
    input [31:0] D;
    input clk;
    output reg [31:0] Q;
    initial begin
        Q = 0;
    end
    always @ (posedge clk) begin
        Q = D;
    end
endmodule
module negdff32 (D, clk, Q, Dsel);
    input [63:0] D;
    input clk, Dsel;
    output reg [63:0] Q;
    always @ (negedge clk) begin
        if (Dsel == 1'b1)
            Q = D;
    end
endmodule
```
**design/flow/run.sh**
```bash
#!/bin/bash
# OpenROAD 26Q1-2900-gdf79404cd8, Yosys 0.63+post, stock flow scripts
make -C /OpenROAD-flow-scripts/flow DESIGN_CONFIG=/design/flow/config.mk WORK_HOME=/design/flow/orfs finish
```
**design/flow/config.mk**
```make
export PLATFORM = sky130hd
export DESIGN_NAME = negdff32
export DESIGN_NICKNAME = negdff32
export VERILOG_FILES = /design/flow/design.v
export SDC_FILE = /design/flow/constraint.sdc
export NUM_CORES = 4
export LEC_CHECK = 1
export CORE_UTILIZATION = 50
```
**design/flow/constraint.sdc**
```tcl
current_design negdff32

set clk_period 1.0
set clk_io_pct 0.2

create_clock -name clk0 -period $clk_period [get_ports {clk}]

set non_clock_inputs [all_inputs -no_clocks]
set_input_delay [expr $clk_period * $clk_io_pct] -clock clk0 $non_clock_inputs
set_output_delay [expr $clk_period * $clk_io_pct] -clock clk0 [all_outputs]
```
==> impl_metrics.ini <==
; flow metrics
[floorplanning]
rows = 22
die-width_um = 64.06
vertical_die_size_um = 64.06
io_pins = 130
floorplanUtilization_pct = 52.20

[synthesis]
postSynthAreaPerCell_um2 = 29.62
synth-seq-area-share_pct = 99.81
synth.cellmix.compoundShare_pct = 0
synth_cell_type_count = 2
netlist_logic_family_top = buffers and inverters
number_of_standard_cells_reported_by_yosys = 65
ys.warnings.count = 1
yosys_area_mm2 = 0.001926
muxShareOfSynthArea_pct = 0
synth.cellmix.simpleShare_pct = 0
syn_inst = 65
xor_area_share_pct = 0
fa_ha_area_share_pct = 0
synth-seq-cells = 64
syn-cell-area_mm2 = 0.001926

[outcome]
failing_step = detailed placement
status = stopped before the end
flow.first_error = [ERROR DPL-0036] Detailed placement failed.

[place]
place.gp.congestion = 0.7279
placement.io_buffers = 129
synth_stat cells:
master	count	area (µm²)
sky130_fd_sc_hd__inv_1	1	3.750
sky130_fd_sc_hd__edfxtp_1	64	1922
stage by stage:
step / instances / setup TNS (ns) / setup slack [ns] / hold slack [ns]
floorplan: 65 / 0 / 0.001322 / 0.7989
global placement: 246 / -76.65 / -0.4817 / 1.173
logic make-up after synthesis:
group                  after synthesis
DFF                                 64
buffers and inverters                1
